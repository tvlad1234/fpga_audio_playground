<file path="design.v">
module reverb #(FIFO_LENGTH = 500)
  (
    input clk,
    input rst,
    input samp_clk,
    input [15:0] in_samp,
    output reg [15:0] out_samp
  );
  localparam state_reset = 4'd0;
  localparam state_clearing = 4'd1;
  localparam state_idle = 4'd2;
  localparam state_shifting = 4'd3;
  reg [3:0] current_state;
  reg [15:0] fifo [0:FIFO_LENGTH - 1];
  reg[15:0] mem_ptr;
  integer i;
  always @(posedge clk)
  begin
    if(!rst)
    begin
      case (current_state)
        state_reset: 
        begin
          mem_ptr <= 0;
          out_samp <= 0;
          current_state <= state_clearing;
        end
        state_clearing:
        begin
          if(mem_ptr < FIFO_LENGTH)
          begin
            fifo[mem_ptr] <= 0;
            mem_ptr <= mem_ptr + 1;
            current_state <= state_clearing;
          end
          else
            current_state <= state_idle;
        end
        state_idle:
        begin
          if(samp_clk)
          begin
            mem_ptr <= FIFO_LENGTH - 2;
            current_state <= state_shifting;
            out_samp <= (in_samp  >> 1) + (fifo[FIFO_LENGTH - 1] >> 1);
            fifo[0] <= out_samp ;
          end
          else
            current_state <= state_idle;
        end
        state_shifting:
        begin
          fifo[mem_ptr + 1] <= fifo[mem_ptr];
          mem_ptr <= mem_ptr - 1;
          if(mem_ptr == 0)
            current_state <= state_idle;
          else
            current_state <= state_shifting;
        end
        default:
          current_state <= state_reset;
      endcase
    end
    else
      current_state <= state_reset;
  end
endmodule
</file>
<file path="run.sh">
#!/bin/bash
# OpenROAD 26Q1-2900-gdf79404cd8, Yosys 0.63+post, stock flow scripts
make -C /OpenROAD-flow-scripts/flow DESIGN_CONFIG=/design/flow/config.mk WORK_HOME=/design/flow/orfs finish
</file>
<file path="config.mk">
export PLATFORM = sky130hd
export DESIGN_NAME = reverb
export DESIGN_NICKNAME = reverb
export VERILOG_FILES = /design/flow/design.v
export SDC_FILE = /design/flow/constraint.sdc
export NUM_CORES = 4
export LEC_CHECK = 1
export CORE_UTILIZATION = 40
export SYNTH_MEMORY_MAX_BITS = 65536
</file>
<file path="constraint.sdc">
current_design reverb

set clk_period 197.7
set clk_io_pct 0.2

create_clock -name clk0 -period $clk_period [get_ports {clk}]

set non_clock_inputs [all_inputs -no_clocks]
set_input_delay [expr $clk_period * $clk_io_pct] -clock clk0 $non_clock_inputs
set_output_delay [expr $clk_period * $clk_io_pct] -clock clk0 [all_outputs]
</file>
==> CHANGELOG.md <==
## Flow update

* Post_cts resized at 0
* Core Box Area at 721800 um2
* Die H at 853.3 um
* WL final at 784.5 mm
* OpenROAD warnings at 63
* Fmax at 0.02191 GHz
* Most numerous logic cells after layout: edfxtp_1, mux4_2, buf_4
* Non-Filler Instances at 24230
* Worst hold slack at 0.5198 ns
* Placed inst area at 306800 um2
* Worst path required time at 198.54 ns
* I/O Buffers at 33
* Top cell type's share of synthesized area at 0.7802
* Worst Tran Pin Value at 1.308 ns
* Synth Instances at 13060
* CTS Buf Count at 714
* Post-Route Setup TNS at 0 ns
* Vias post-DR at 139100
* Largest net degree at the start of global routing at 146
* Worst setup margin at 152.07 ns
* Final hold vios at 0
* TritonCTS clock tree: yes
* GRT Util Overall at 0.2379
* Critical path arrival at 46.48 ns
* DIE AREA at 728100 um2
* Setup Viol. Count Final at 0
* Late-Pin Clk Latency at 1.18 ns
* Share of power burned in registers at 0.521
* Power Internal at 2.590 mW
* H-tree depth at 6
* Maximum vdd drop at 0.01061 mV
* Worst path most repeated cell: buf_4
* Worst Setup Start Kind: input port
* R2R Setup Slk at 187.58 ns
* Slew Limit Headroom at 0.1198
* GP Congestion at 0.9140
* Gr ovfl total at 0
* Worst path cell trace: clkdlybuf4s50_1 -> nor2b_1 -> nand4_1 -> a2111oi_0 -> buf_4 -> a31oi_1 -> and4_1 -> o31ai_4 -> buf_4 -> buf_4 -> buf_4 -> buf_4 -> buf_4
* First-pass GRT wire length at 1114 mm
* Filler cell count at 58610
* Post-synth area hogs: edfxtp_1, mux4_2, mux2i_1, a22oi_1, nor2_1
* Clock buffer depth at 4
* Kind of critical path: in -> reg
* Via/cell ratio at 5.742
* Register area share after synthesis at 0.7811
* Yosys warns at 1
* Crit Path Max Fanout at 68
* Max Cap Viol at 0
* Clk network pwr share at 0.388
* Routed Antenna Nets at 0
* PwrDens at 10.28 nW/um2
* Fin crit share at 0.2308
* DR WL/cell at 32.37 um
* DP HPWL at 481.3 mm
* Yosys top cell by area: edfxtp_1
* Setup Buffers After CTS at 0
* Layout cells sized above 1 at 0.2683
* Max-slew violation count at 0
* Area growth, synth to finish at 13.44%
* WL met3 at 156.6 mm
* Vias in the first global route at 152000
* Die W at 853.3 um
* Most frequent logic cell in the layout: edfxtp_1
* Final min period at 45.63 ns
* FP Util at 0.4016
* Final core occ at 0.4556
* Root buffer cell: clkbuf_16
* Syn Area/Cell at 22.20 um2
* Netlist Area Pre-Place at 289900 um2
* Switching Power at 0.7903 mW
* Sw Ratio at 0.2338
* Cts hold-fix bufs at 0
* Clock-pin slew on the worst setup and hold paths at 0.06 ns
* 1st-iter DRT viols at 9142
* Routed length on met1 at 238.3 mm
* Hold WC Path Type: reg -> reg
* # rows at 312
* Place WS at 151.01 ns
* #FFs+latches synth at 7545
* Met2 wire length at 357.8 mm
* Ports at 35
* DRC at 0
* Initial antenna violation count at 41
* Yosys stat area at 289900 um2
* Number of enable flip-flop cells at 7532
* Asr flop ratio synth at 0
* Top sig layer: met5
* Combinational power share at 0.091
* Status: complete, no violations
* Max incr delay on CP at 0.82 ns
* Slowest cell on the critical path: clkdlybuf4s50_1
* Post-synth cell types at 78
* Prevailing post-synth register cell: edfxtp_1
* CTS sink count at 7545
* Critical path capture point type: flop
* Clock Skew at 0.1033 ns
* Ys cells at 13060
* RSZ-0062 raised after global routing: no
* Design Power at 3.380 mW
* First-pass iteration count of the detailed router at 7
* Placed insts at 22930
* Final Cell Area at 328800 um2
* Leak at 103.3 nW
[sequential cells by signal (all words and copies together), names as in the netlist, named ones only]
register,count
out_samp,16
mem_ptr,16
current_state,4
fifo,7500
[routing by layer]
layer | vias to the layer above | GRT usage
met1 | 70950 | 0.2733
met3 | 1408 | 0.2081
met2 | 9023 | 0.3346
li1 | 57690 | -
met5 | - | 0.01548
met4 | 68 | 0.07063
[cell usage after synthesis, types with 8 or more instances]
library cell,count
xnor2_1,9
o21ai_0,110
a31oi_1,37
mux2_2,36
a22o_1,82
a32oi_1,11
a211o_1,11
a21oi_1,131
nand3_1,101
mux4_2,1797
mux2i_1,376
nor3_1,69
dfxtp_1,13
a221oi_1,107
or4_1,15
o22ai_1,199
inv_1,16
or3_1,16
nor2b_1,35
a311oi_1,10
nor4_1,28
buf_4,139
a211oi_1,84
buf_1,61
nor2_1,597
nand2b_1,20
o211ai_1,22
or2_2,8
clkbuf_1,360
and2_1,19
a2111oi_0,9
nand4_1,41
o221ai_1,28
o31ai_1,11
edfxtp_1,7532
buf_6,52
buf_2,174
ha_1,17
and3_1,16
nand2_1,235
a22oi_1,315
[final cells by class]
cell class | instances | area [um2] | share of cell area
Sequential cell | 7545 | 226500 | 0.6887
Multi-Input combinational cell | 4705 | 59770 | 0.1818
Clock buffer | 904 | 18750 | 0.05701
Tap cell | 9577 | 11980 | 0.03644
Timing Repair Buffer | 1078 | 8463 | 0.02574
Clock inverter | 375 | 3263 | 0.009923
Inverter | 20 | 82.58 | 0.0002511
Antenna cell | 29 | 72.57 | 0.0002207
[final timing paths]
kind | cells past startpoint | start | to
max | 13 | rst | fifo[91][7]
min | 2 | current_state[0] | current_state[2]
max reg2reg | 17 | flop | fifo[318][3]
min reg2reg | 2 | current_state[0] | current_state[2]
[power groups by stage]
| stage | logic [mW] | clock network (mW) | registers (mW) |
|---|---|---|---|
| 4_1_cts | 0.309 | 1.33 | 1.76 |
| 5_1_grt | 0.328 | 1.39 | 1.76 |
| 6_report | 0.309 | 1.31 | 1.76 |
[kinds of logic (layout without fill, tap and decap cells)]
family | count (synthesis) | after routing | synth area share
multiplexers | 2209 | 2209 | 0.1540
AND-OR/OR-AND | 1234 | 1234 | 0.03028
other | 0 | 29 | 0
XOR/XNOR | 16 | 16 | 0.0004834
adder cells (fa/ha/maj) | 18 | 18 | 0.0008028
buffers and inverters | 808 | 2377 | 0.01444
AND/OR/NAND/NOR | 1228 | 1228 | 0.01887
flip-flops | 7545 | 7545 | 0.7811
[worst max-delay path, delay by kind of cell]
| kind | cells | cell delay, ns |
|---|---|---|
| and+or+nand+nor | 3 | 1.76 |
| buffers and inverters | 7 | 4.01 |
| AOI/OAI and AO/OA | 3 | 0.93 |
No activity file was given, so power comes from the tool's default toggle rates.
