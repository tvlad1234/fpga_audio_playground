==> /design/flow/design.v <==
`default_nettype none
module command_rx #(parameter BAUD_DIV = 128)
  (
    input i_clk,
    input rst,
    input uart_rx,
    output reg cmd_en,
    output reg [7:0] cmd_addr,
    output reg [16:0] cmd_data
  );
  wire rx_err, rx_avail;
  reg rx_ack;
  wire [7:0] rx_data;
  rx #(.BAUD_DIV(BAUD_DIV)) u_rx (i_clk, rst, uart_rx, rx_ack, rx_data, rx_err, rx_avail);
  localparam state_reset  = 4'd0;
  localparam state_idle   = 4'd1;
  localparam state_ack_r  = 4'd2;
  localparam state_wait_d = 4'd3;
  localparam state_ack_d  = 4'd4;
  reg [3:0] currentState;
  reg [1:0] bytes_to_receive;
  always @(posedge i_clk)
  begin
    if(!rst)
    begin
      case (currentState)
        state_reset :
        begin
          rx_ack <= 0;
          cmd_en <= 0;
          cmd_addr <= 0;
          cmd_data <= 0;
          currentState <= state_idle;
        end
        state_idle :
        begin
          cmd_en <= 0;
          if (rx_avail)
          begin
            rx_ack <= 1;
            cmd_addr <= rx_data;
            currentState <= state_ack_r;
            bytes_to_receive <= 2;
          end
          else
            currentState <= state_idle;
        end
        state_ack_r :
        begin
          rx_ack <= 0;
          currentState <= state_wait_d;
        end
        state_wait_d :
        begin
          if (rx_avail)
          begin
            rx_ack <= 1;
            bytes_to_receive <= bytes_to_receive - 1;
            cmd_data <= {rx_data, cmd_data[15:8]};
            currentState <= state_ack_d;
          end
          else
            currentState <= state_wait_d;
        end
        state_ack_d :
        begin
          rx_ack <= 0;
          if(bytes_to_receive == 0)
          begin
            currentState <= state_idle;
            cmd_en <= 1;
          end
          else
            currentState <= state_wait_d;
        end
        default :
          currentState <= state_reset;
      endcase
    end
    else
      currentState <= state_reset;
  end
endmodule
`default_nettype none
module rx #(parameter OVERSAMP = 16, parameter BAUD_DIV = 2)
  (
    input i_clk,
    input i_rst,
    input i_rx,
    input i_ack,
    output reg [7:0] o_data,
    output reg o_err,
    output reg o_avail
  );
  localparam CLK_PER_BIT = BAUD_DIV / OVERSAMP;
  reg [15:0] baud_cnt, oversamp_cnt;
  reg [7:0] data_reg;
  reg [3:0] bits_to_receive;
  reg [3:0] currentState;
  localparam state_reset = 3'd0;
  localparam state_idle = 3'd1;
  localparam state_startbit = 3'd2;
  localparam state_rx = 3'd3;
  localparam state_stopbit = 3'd4;
  reg r_rx_d, r_rx;
  always @(posedge i_clk)
  begin
    r_rx_d <= i_rx;
    r_rx <= r_rx_d;
    if(!i_rst)
    begin
      case (currentState)
        state_reset :
        begin
          o_data <= 0;
          o_avail <= 0;
          o_err <= 0;
          currentState <= state_idle;
        end
        state_idle :
        begin
          data_reg <= 0;
          if(i_ack)
          begin
            o_avail <= 0;
            o_err <= 0;
          end
          if(!r_rx)
          begin
            bits_to_receive <= 8;
            baud_cnt <= 1;
            oversamp_cnt <= 1;
            currentState <= state_startbit;
          end
        end
        state_startbit :
        begin
          if(baud_cnt == CLK_PER_BIT)
          begin
            baud_cnt <= 1;
            if(oversamp_cnt == OVERSAMP)
            begin
              oversamp_cnt <= 1;
              bits_to_receive <= bits_to_receive - 1;
              currentState <= state_rx;
            end
            else
            begin
              oversamp_cnt <= oversamp_cnt+1;
              if(oversamp_cnt == OVERSAMP >> 1 && r_rx)
              begin
                o_err <= 1;
                currentState <= state_idle;
              end
            end
          end
          else
            baud_cnt <= baud_cnt + 1;
        end
        state_rx:
        begin
          if(baud_cnt == CLK_PER_BIT)
          begin
            baud_cnt <= 1;
            if(oversamp_cnt == OVERSAMP)
            begin
              oversamp_cnt <= 1;
              if(bits_to_receive != 0)
                bits_to_receive <= bits_to_receive - 1;
              else
                currentState <= state_stopbit;
            end
            else
            begin
              if(oversamp_cnt == OVERSAMP >> 1)
                data_reg <= {r_rx, data_reg[7:1]};
              oversamp_cnt <= oversamp_cnt + 1;
            end
          end
          else
            baud_cnt <= baud_cnt + 1;
        end
        state_stopbit:
        begin
          if(baud_cnt == CLK_PER_BIT)
          begin
            baud_cnt <= 1;
            if(oversamp_cnt == OVERSAMP)
            begin
              oversamp_cnt <= 1;
              currentState <= state_idle;
              if(!o_err)
              begin
                o_data <= data_reg;
                o_avail <= 1;
              end
            end
            else
            begin
              if(oversamp_cnt == OVERSAMP >> 1 && !r_rx)
                o_err <= 1;
              oversamp_cnt <= oversamp_cnt+1;
            end
          end
          else
            baud_cnt <= baud_cnt + 1;
        end
        default:
          currentState <= state_reset;
      endcase
    end
    else
      currentState <= state_reset;
  end
endmodule
==> /design/flow/run.sh <==
#!/bin/bash
# OpenROAD 26Q1-2900-gdf79404cd8, Yosys 0.63+post, stock flow scripts
make -C /OpenROAD-flow-scripts/flow DESIGN_CONFIG=/design/flow/config.mk WORK_HOME=/design/flow/orfs finish
==> /design/flow/config.mk <==
export PLATFORM = sky130hd
export DESIGN_NAME = command_rx
export DESIGN_NICKNAME = command_rx
export VERILOG_FILES = /design/flow/design.v
export SDC_FILE = /design/flow/constraint.sdc
export NUM_CORES = 4
export LEC_CHECK = 1
export CORE_UTILIZATION = 40
==> /design/flow/constraint.sdc <==
current_design command_rx

set clk_period 5.2
set clk_io_pct 0.2

create_clock -name clk0 -period $clk_period [get_ports {i_clk}]

set non_clock_inputs [all_inputs -no_clocks]
set_input_delay [expr $clk_period * $clk_io_pct] -clock clk0 $non_clock_inputs
set_output_delay [expr $clk_period * $clk_io_pct] -clock clk0 [all_outputs]
==> results.txt <==
Status: complete, no violations
R2R cell count: 6
Tool warning count: 28
Leak: 1.69 nW
DR WL/cell: 13.4 µm
Crit path time final: 3450 ps
First drt pass iteration count: 4
Setup Viol. Count Final: 0
Power per cell area: 293 mW/mm²
Root Driver: clkbuf_8
RSZ-0062 raised after global routing: no
Final Wtd Congestion: 0.772
Ratio of cells with drive above 1 in the final layout: 7.95%
Hold Path Stages: 0
Worst Path Max Fanout: 17
Tot GR Track Use: 13.9%
Clock Sinks: 93
P&R area growth vs syn: 12.7%
Comb power frac: 6.9%
Netlist area before placement: 0.00438 mm²
Vias per cell: 4.98
Routed via count: 2,620
Synth top cell by count: edfxtp_1
Leading registers by flop count: cmd_data: 16 flops, u_rx.baud_cnt: 16 flops, u_rx.oversamp_cnt: 16 flops
Ports: 29
Delay-heaviest family, CP: AND-OR/OR-AND gates
Setup Crit Path Kind: input pin to flip-flop
Cell Int Power: 1.08 mW
Type of the tightest min-delay check: flip-flop to flip-flop
Commonest cells in the netlist: 82 x edfxtp_1, 42 x and2_1, 39 x nor2_1
Post-Route WL: 7.06 mm
Register Area: 0.00268 mm²
Congestion Overflow GR: 0
Sequential share of power: 61.3%
Pins Over Slew Limit: 0
Final Cycle Share: 66.3%
Die area: 0.0114 mm²
Hold-fix buffers, CTS: 0
Yosys reg bits: 93
TritonCTS clock tree: yes
Vias in the first global route: 2,430
PortBufs: 27
Startpoint types: input pin
Slowest-stage cell, CP: clkdlybuf4s50_1
N_diodes: 0
CP endpoint kind: flip-flop
Post-synth seq share: 61.3%
Crit-path max cell delay: 720 ps
Worst path bufs/invs: 1
CTS Buf Count: 9
Post-CTS sizing: 0
Iter 0 DRT Violations: 97
Number of enable flip-flop cells: 82
Core area: 0.0105 mm²
Post-DP HPWL: 4.75 mm
Critical path depth in cells: 4
Async S/R FF share, synth: 0%
Worst Skew: 10.6 ps
Setup TNS: 0 ps
Worst Tran Pin Value: 772 ps
Avg Cell Area, Syn: 12.0 µm²
Post-CTS setup buffers: 0
Die Width: 107 µm
Largest cells by area after synthesis: edfxtp_1 56%, and2_1 6.0%, dfxtp_1 5.0%
Worst vdd ir: 0.178 mV
CP required: 5190 ps
CTS max path bufs: 2
Commonest flop: edfxtp_1
DP Worst Slack: 1380 ps
Max Cap Violations: 0
Sw Share: 25.0%
Yosys chip area: 0.00438 mm²
Clock transition at the registers of the reported paths: 90 ps
Filler cell count: 936
Ys Warns: 2
Die H: 107 µm
Top cell type's share of synthesized area: 56.3%
H-tree depth: 3
Max transition margin: 48.6%
Synth unique cells: 50
Drc violations: 0
Largest net degree at the start of global routing: 23
Worst-skew pair later-pin latency: 350 ps
Row cnt: 37
Clock share of power: 31.8%
Arrival @ worst endpoint: 3440 ps
NetSw: 361 µW
Cells after Synth: 364
Max Fclk: 290 MHz
Area of the multi-input gates: 0.00155 mm²
Fin. Hold Viols: 0
Initial antenna violation count: 0
Yosys Instances: 364
Largest area contributor in the netlist: edfxtp_1
Post-route ant nets: 0
Final WS setup: 1750 ps
Pre-Place Util: 41.8%
First-pass GRT wire length: 12.0 mm
CP Cell Sequence: clkdlybuf4s50_1 -> a21oi_1 -> o21a_1 -> and2_1
-- cell type report --
type	instances	area share, %
multi-input combinational	239	31.5
timing repair buffer	28	5.63
tap	136	3.45
inverter	14	1.07
clock inverter	7	1.40
sequential	93	54.4
clock buffer	9	2.51
-- cells in the final DEF, fill, tap and decap left out, types with 2 or more instances in the layout --
cell and n:
nor3b_1 2, a21oi_1 10, clkbuf_8 9, xor2_1 10
nor4_1 6, ha_1 7, and4_1 2, and2_1 42
nor2b_1 6, nor3_1 11, inv_1 14, o31ai_1 2
and4_2 2, edfxtp_1 82, nor2_1 39, nand2_1 12
inv_8 2, or2_2 2, o21bai_1 2, nand2b_1 4
nand3_1 15, nand4_1 13, mux2i_1 3, o21ai_0 3
clkdlybuf4s50_1 27, xnor2_1 18, dfxtp_1 11, and3_1 6
nand3b_1 2
-- power groups by stage --
stage | combinational [mW] | sequential [mW] | clock [mW]
final | 0.0992 | 0.886 | 0.460
after global routing | 0.113 | 0.892 | 0.502
after CTS | 0.100 | 0.886 | 0.479
-- worst reg2reg max path, cell delays in order (launching register included) --
cell      delay, ps
edfxtp_1        450
inv_1            90
ha_1            150
nor4bb_1        260
nand4_1         410
or4b_4          640
a21oi_1         570
-- logic make-up (layout without fill, tap and decap cells) --
kind of cell,count (synthesis),in the layout,share of synthesized area [%]
other,1,1,0.0857
DFF,93,93,61.3
muxes,3,3,0.686
adders and majority gates,7,7,2.00
AOI/OAI and AO/OA,25,25,3.92
and+or+nand+nor,175,175,23.2
xor gates and xnor gates,28,28,5.60
buffers and inverters,32,58,3.17
-- path summary, 6_finish.rpt --
kind | end | slack, ps | startpoint
worst max-delay path | u_rx.oversamp_cnt[5] | 1750 | rst
worst min-delay path | u_rx.r_rx | 330 | u_rx.r_rx_d
worst max register to register | u_rx.o_data[7] | 2270 | u_rx.oversamp_cnt[0]
worst min register to register | u_rx.r_rx | 330 | u_rx.r_rx_d
-- metal layers --
| layer | up-vias | global-route usage [%] | routed length [µm] |
|---|---|---|---|
| li1 | 1345 | - | - |
| met1 | 1212 | 25.9 | 3720 |
| met2 | 56 | 18.4 | 2880 |
| met3 | 7 | 3.16 | 370 |
| met4 | 0 | 1.76 | 89 |
| met5 | - | 0 | 0 |
-- through the flow --
step                      instances  total power [mW]  hold slack (ps)  instance area [µm²]  util, %
after floorplan                 364             0.964              310                 4380        -
after global placement          510              1.00              318                 4740     45.3
after detailed placement        510              1.00              312                 4740     45.3
after CTS                       526              1.47              335                 4930     47.1
after global routing            526              1.51              342                 4930     47.1
final                           526              1.44              335                 4930     47.1
Power is estimated from default activity; no workload was simulated.
