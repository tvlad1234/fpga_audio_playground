--- flow/run.sh ---
#!/bin/bash
# OpenROAD 26Q1-2900-gdf79404cd8, Yosys 0.63+post, stock flow scripts
make -C /OpenROAD-flow-scripts/flow DESIGN_CONFIG=/design/flow/config.mk WORK_HOME=/design/flow/orfs finish
--- flow/config.mk ---
export PLATFORM = sky130hd
export DESIGN_NAME = uart
export DESIGN_NICKNAME = uart
export VERILOG_FILES = /design/flow/design.v
export SDC_FILE = /design/flow/constraint.sdc
export NUM_CORES = 4
export LEC_CHECK = 1
export CORE_UTILIZATION = 30
--- flow/constraint.sdc ---
current_design uart

set clk_period 6.4
set clk_io_pct 0.2

create_clock -name clk0 -period $clk_period [get_ports {i_clk}]

set non_clock_inputs [all_inputs -no_clocks]
set_input_delay [expr $clk_period * $clk_io_pct] -clock clk0 $non_clock_inputs
set_output_delay [expr $clk_period * $clk_io_pct] -clock clk0 [all_outputs]
--- flow/design.v ---
`default_nettype none
module rx #(parameter OVERSAMP = 16, parameter BAUD_DIV = 2)
  (
    input i_clk,
    input i_rst,
    input i_rx,
    input i_ack,
    output reg [7:0] o_data,
    output reg o_err,
    output reg o_avail
  );
  localparam CLK_PER_BIT = BAUD_DIV / OVERSAMP;
  reg [15:0] baud_cnt, oversamp_cnt;
  reg [7:0] data_reg;
  reg [3:0] bits_to_receive;
  reg [3:0] currentState;
  localparam state_reset = 3'd0;
  localparam state_idle = 3'd1;
  localparam state_startbit = 3'd2;
  localparam state_rx = 3'd3;
  localparam state_stopbit = 3'd4;
  reg r_rx_d, r_rx;
  always @(posedge i_clk)
  begin
    r_rx_d <= i_rx;
    r_rx <= r_rx_d;
    if(!i_rst)
    begin
      case (currentState)
        state_reset :
        begin
          o_data <= 0;
          o_avail <= 0;
          o_err <= 0;
          currentState <= state_idle;
        end
        state_idle :
        begin
          data_reg <= 0;
          if(i_ack)
          begin
            o_avail <= 0;
            o_err <= 0;
          end
          if(!r_rx)
          begin
            bits_to_receive <= 8;
            baud_cnt <= 1;
            oversamp_cnt <= 1;
            currentState <= state_startbit;
          end
        end
        state_startbit :
        begin
          if(baud_cnt == CLK_PER_BIT)
          begin
            baud_cnt <= 1;
            if(oversamp_cnt == OVERSAMP)
            begin
              oversamp_cnt <= 1;
              bits_to_receive <= bits_to_receive - 1;
              currentState <= state_rx;
            end
            else
            begin
              oversamp_cnt <= oversamp_cnt+1;
              if(oversamp_cnt == OVERSAMP >> 1 && r_rx)
              begin
                o_err <= 1;
                currentState <= state_idle;
              end
            end
          end
          else
            baud_cnt <= baud_cnt + 1;
        end
        state_rx:
        begin
          if(baud_cnt == CLK_PER_BIT)
          begin
            baud_cnt <= 1;
            if(oversamp_cnt == OVERSAMP)
            begin
              oversamp_cnt <= 1;
              if(bits_to_receive != 0)
                bits_to_receive <= bits_to_receive - 1;
              else
                currentState <= state_stopbit;
            end
            else
            begin
              if(oversamp_cnt == OVERSAMP >> 1)
                data_reg <= {r_rx, data_reg[7:1]};
              oversamp_cnt <= oversamp_cnt + 1;
            end
          end
          else
            baud_cnt <= baud_cnt + 1;
        end
        state_stopbit:
        begin
          if(baud_cnt == CLK_PER_BIT)
          begin
            baud_cnt <= 1;
            if(oversamp_cnt == OVERSAMP)
            begin
              oversamp_cnt <= 1;
              currentState <= state_idle;
              if(!o_err)
              begin
                o_data <= data_reg;
                o_avail <= 1;
              end
            end
            else
            begin
              if(oversamp_cnt == OVERSAMP >> 1 && !r_rx)
                o_err <= 1;
              oversamp_cnt <= oversamp_cnt+1;
            end
          end
          else
            baud_cnt <= baud_cnt + 1;
        end
        default:
          currentState <= state_reset;
      endcase
    end
    else
      currentState <= state_reset;
  end
endmodule
`default_nettype none
module tx #(parameter BAUD_DIV = 217)
  (
    input i_clk,
    input i_rst,
    input i_go,
    input [7:0] i_data,
    output reg o_tx,
    output reg o_ready
  );
  localparam state_reset = 3'd0;
  localparam state_idle = 3'd1;
  localparam state_startbit = 3'd2;
  localparam state_tx = 3'd3;
  localparam state_stopbit = 3'd4;
  reg [7:0] data_reg;
  reg [3:0] currentState;
  reg [3:0] bits_to_send;
  reg [15:0] baud_cnt;
  always @(posedge i_clk)
  begin
    if(!i_rst)
    begin
      case (currentState)
        state_reset:  
        begin
          o_ready <= 1;
          currentState <= state_idle;
          o_tx <= 1;
        end
        state_idle:  
        begin
          if(i_go)
          begin
            bits_to_send <= 8;
            o_ready <= 0;
            baud_cnt <= 1;
            data_reg <= i_data;
            o_tx <= 0;  
            currentState <= state_startbit;
          end
          else
            currentState <= state_idle;
        end
        state_startbit :
        begin
          if(baud_cnt == BAUD_DIV)
          begin
            o_tx <= data_reg[0];
            data_reg <= data_reg >> 1;
            bits_to_send <= bits_to_send - 1;
            currentState <= state_tx;
            baud_cnt <= 1;
          end
          else
            baud_cnt <= baud_cnt + 1;
        end
        state_tx:
        begin
          if(baud_cnt == BAUD_DIV)
          begin
            if(bits_to_send != 0)
            begin
              o_tx <= data_reg[0];
              data_reg <= data_reg >> 1;
              bits_to_send <= bits_to_send - 1;
              currentState <= state_tx;
            end
            else
            begin
              currentState <= state_stopbit;
              o_tx <= 1;  
            end
            baud_cnt <= 1;
          end
          else
            baud_cnt <= baud_cnt + 1;
        end
        state_stopbit:
        begin
          if(baud_cnt == BAUD_DIV)
          begin
            o_ready <= 1;
            currentState <= state_idle;
          end
          else
            baud_cnt <= baud_cnt + 1;
        end
        default:
          currentState <= state_reset;
      endcase
    end
    else
    begin
      currentState <= state_reset;
      o_ready <= 0;
    end
  end
endmodule
`default_nettype none
module uart #(parameter BAUD_DIV = 128)
  (
    input i_clk,  
    input i_rst,  
    output [2:0] status,  
    input i_ack,  
    input i_tx_go,  
    input [7:0] i_tx_data,
    output [7:0] o_rx_data,
    output o_tx,
    input i_rx
  );
  wire rx, rx_avail, rx_err, tx_ready;
  assign status = {rx_avail, rx_err, tx_ready};
  rx #(.BAUD_DIV(BAUD_DIV)) u_rx (i_clk, i_rst, i_rx, i_ack, o_rx_data, rx_err, rx_avail);
  tx #(.BAUD_DIV(BAUD_DIV)) u_tx (i_clk, i_rst, i_tx_go, i_tx_data, o_tx, tx_ready);
endmodule
==> impl_metrics.tcl <==
# implementation run metrics
set metrics [dict create \
    status "finished, final reports clean" \
    syn_area_um2 4838 \
    grt_pass1_vias 2933 \
    place_area_um2 5274 \
    clkTransAtPathRegs_ns 0.06 \
    worst_hold_path_type "reg2reg" \
    cts_tree "built" \
    io_buffer_count 24 \
    synth_cells 443 \
    slew_headroom_pct 45.31 \
    min_from "u_rx.r_rx_d" \
    finalHoldViolCount 0 \
    synth_top_flop_cell "edfxtp_1" \
    ios 25 \
    cts_setup_buffers 0 \
    edf_count 83 \
    timing_worst_setup_path_type "in2reg" \
    worst_r2r_startpoint "u_rx.oversamp_cnt[0]" \
    cts_resized 0 \
    pre_cts_ws_ns 2.307 \
    warning_count 29 \
    ctsHoldBuffers 0 \
    clkSinkCount 95 \
    postLayoutCellArea_um2 5565 \
    rsz0062_at_grt "no" \
    chipArea_um2 16640 \
    yosys_warnings 2 \
    period_needed_ns 3.697 \
    routed_wl_um 8004 \
    skew_ns 0.003293 \
    initCoreUtil_pct 30.57 \
    ys_area_um2 4838 \
    avgRoutedWirePerCell_um 11.70 \
    overflow 0 \
    r2r_cells 7 \
    syn_to_final_growth_pct 15.02 \
    antenna_found_initial 0 \
    setup_tns_ns 0 \
    clock_path_buffers 2 \
    drive_gt1_share_pct 6.838 \
    crit_chain "clkdlybuf4s50_1, a21oi_1, o21a_1, and2_1" \
    r2r_slack_ns 3.63 \
    reg_top3 "u_rx.baud_cnt x16, u_rx.oversamp_cnt x16, u_tx.baud_cnt x16" \
    instances_no_fill 684 \
    h-tree-depth 3 \
    timing.rr.end "u_rx.o_data[3]" \
    drt_iter0_drc 218 \
    std_cell_rows 46 \
    drtPass1Iterations 4 \
    place_congestion 0.8135 \
    via_per_inst 4.554 \
    numCtsBuffers 9 \
    min_to "u_rx.r_rx" \
    power_per_cell_area_nw_per_um2 245.9 \
    setup_viol 0 \
    leakage_nw 1.866 \
    place_hpwl_um 5455 \
    setup_ws_ns 2.703 \
    root_buffer "clkbuf_16" \
    ys_cells 443 \
    grt_max_degree 20 \
    finalClockPeriodUsage_pct 57.77 \
    startpoint_type "primary input" \
    report.final.slew_viol_count 0 \
    drv_cap 0 \
    async_reset_ff_share_pct 0 \
    max-vdd-ir-drop_mv 0.1245 \
    critPathBufInv 1 \
    drc 0 \
    cp-end-kind "flop" \
    holdPathStages 0 \
    crit_fanout 17 \
    fp.dieW_um 129.0 \
    diodes 0 \
    grt_pass1_wl_um 13700 \
    core_um2 15830 \
    arrival_ns 3.67 \
    clkLatencyLatePin_ns 0.34 \
    vias 3115 \
    yosysSeqAreaShare_pct 56.48 \
    required_ns 6.37 \
    ant_nets 0 \
    ys.flops 95 \
    fmax_ghz 0.2705 \
    nFillCells 1518 \
    placedCellCount 668 \
    tightest_slew_ns 0.8204 \
    slowest_delay_ns 0.71 \
    cpMaxStageDelayCell "clkdlybuf4s50_1" \
    avgSynthCellArea_um2 10.92 \
    die-height_um 129.0 \
    crit_family "AND-OR/OR-AND gates" \
    grt_use_total_pct 10.40 \
    synth_cell_types 46 \
]
where the power goes:
group / internal [mW] / switching [mW]
clock network: 0.311 / 0.213
registers: 0.711 / 0.0318
logic: 0.0453 / 0.0557
total: 1.07 / 0.301
metrics by stage:
step	utilization, %	hold WS, ns	total power [mW]
floorplan	-	0.3096	0.8231
global placement	33.32	0.3095	0.8546
detailed placement	33.32	0.3132	0.8578
CTS	35.16	0.3280	1.385
global route	35.16	0.3448	1.426
finish	35.16	0.3257	1.368
cells by family after synthesis:
family	Yosys count	share of synthesized area, %
xor+xnor	40	7.241
simple gates	222	25.16
compound gates	44	5.767
flops	95	56.48
fa+ha+maj	9	2.327
buf+inv	33	3.025
Yosys cell counts, types with 2 or more instances:
master | n | area (um^2)
and2_1 | 18 | 112.6
a22oi_1 | 2 | 15.01
and4_1 | 4 | 35.03
nor3_1 | 15 | 75.07
nand4_2 | 5 | 62.56
nor4b_2 | 2 | 30.03
o31ai_1 | 2 | 15.01
nand2b_1 | 4 | 25.02
xnor2_1 | 27 | 236.5
nand3b_1 | 2 | 15.01
edfxtp_1 | 83 | 2492
xor2_1 | 13 | 113.9
or3_1 | 8 | 50.05
o21ai_0 | 10 | 50.05
nand3_1 | 20 | 100.1
o211ai_1 | 2 | 15.01
buf_4 | 3 | 22.52
dfxtp_1 | 12 | 240.2
ha_1 | 9 | 112.6
inv_1 | 17 | 63.81
nor2b_1 | 8 | 50.05
a21oi_1 | 19 | 95.09
and3_1 | 6 | 37.54
nand4_1 | 9 | 56.30
nor3b_1 | 4 | 30.03
clkbuf_1 | 9 | 33.78
or2_2 | 2 | 12.51
nor4_2 | 5 | 62.56
buf_2 | 3 | 15.01
nand2_1 | 47 | 176.4
nor2_1 | 58 | 217.7
worst max path at each step:
stage                            to   from  cells past startpoint  slack (ns)
finish         u_rx.oversamp_cnt[6]  i_rst                      4        2.70
global route   u_rx.oversamp_cnt[6]  i_rst                      4        2.58
CTS           u_rx.oversamp_cnt[13]  i_rst                      4        2.69
layout make-up:
type	count	area, um^2	area share, %
tap	216	270.3	4.856
multi-input combinational	315	1959	35.21
clock inverter	4	45.04	0.8094
sequential	95	2733	49.10
timing repair buffer	25	247.7	4.451
inverter	17	63.81	1.147
clock buffer	12	246.5	4.429
placed cells by master, fill, tap and decap left out, drive strengths merged, types with 2 or more instances in the layout:
master / netlist / layout
edfxtp: 83 / 83
nor2: 58 / 58
nand2: 47 / 47
xnor2: 27 / 27
clkdlybuf4s50: 0 / 24
nand3: 20 / 20
a21oi: 20 / 20
and2: 18 / 18
inv: 17 / 17
nor3: 15 / 15
nand4: 15 / 15
xor2: 13 / 13
dfxtp: 12 / 12
clkbuf: 9 / 12
o21ai: 10 / 10
ha: 9 / 9
or3: 8 / 8
nor2b: 8 / 8
nor4: 7 / 7
and3: 6 / 6
and4: 5 / 5
nor3b: 4 / 4
nand2b: 4 / 4
a22oi: 3 / 3
or2: 2 / 2
nor4b: 2 / 2
o211ai: 2 / 2
nand3b: 2 / 2
o31ai: 2 / 2
clkinv: 0 / 2
routing by layer:
metal	track usage, %	part of all wire [%]	vias up
li1	-	-	1611
met1	16.27	51	1450
met2	15.71	44	43
met3	1.991	3.1	11
met4	2.076	1.9	0
met5	0	0	-
Power and IR drop assume default switching activity.
